File: ./config.mk
export PLATFORM = sky130hd
export DESIGN_NAME = ID_EX_Buffer
export DESIGN_NICKNAME = ID_EX_Buffer
export VERILOG_FILES = /design/flow/design.v
export SDC_FILE = /design/flow/constraint.sdc
export NUM_CORES = 4
export LEC_CHECK = 1
export CORE_AREA = 10 10 174 174
export DIE_AREA = 0 0 184 184
File: ./design.v
`timescale 1ns/1ns
module ID_EX_Buffer(
    input clk,
    input reset,
    input BR_En_in,       
    input Mem_to_BR_in,   
    input Branch_in,      
    input MemW_in,        
    input MemR_in,        
    input RegDst_in,      
    input ALUSrc_in,      
    input [2:0] AluOp_in, 
    input [31:0] PC_Plus4_in,   
    input [31:0] Dato1_in,      
    input [31:0] Dato2_in,      
    input [31:0] SignExt_in,    
    input [4:0] Rt_in,          
    input [4:0] Rd_in,          
    input [5:0] Funct_in,       
    output reg BR_En_out,
    output reg Mem_to_BR_out,
    output reg Branch_out,
    output reg MemW_out,
    output reg MemR_out,
    output reg RegDst_out,
    output reg ALUSrc_out,
    output reg [2:0] AluOp_out,
    output reg [31:0] PC_Plus4_out,
    output reg [31:0] Dato1_out,
    output reg [31:0] Dato2_out,
    output reg [31:0] SignExt_out,
    output reg [4:0] Rt_out,
    output reg [4:0] Rd_out,
    output reg [5:0] Funct_out
);
    always @(posedge clk or posedge reset) begin
        if (reset) begin
            BR_En_out     <= 0;
            Mem_to_BR_out <= 0;
            Branch_out    <= 0;
            MemW_out      <= 0;
            MemR_out      <= 0;
            RegDst_out    <= 0;
            ALUSrc_out    <= 0;
            AluOp_out     <= 0;
            PC_Plus4_out  <= 0;
            Dato1_out     <= 0;
            Dato2_out     <= 0;
            SignExt_out   <= 0;
            Rt_out        <= 0;
            Rd_out        <= 0;
            Funct_out     <= 0;
        end 
        else begin
            BR_En_out     <= BR_En_in;
            Mem_to_BR_out <= Mem_to_BR_in;
            Branch_out    <= Branch_in;
            MemW_out      <= MemW_in;
            MemR_out      <= MemR_in;
            RegDst_out    <= RegDst_in;
            ALUSrc_out    <= ALUSrc_in;
            AluOp_out     <= AluOp_in;
            PC_Plus4_out  <= PC_Plus4_in;
            Dato1_out     <= Dato1_in;
            Dato2_out     <= Dato2_in;
            SignExt_out   <= SignExt_in;
            Rt_out        <= Rt_in;
            Rd_out        <= Rd_in;
            Funct_out     <= Funct_in;
        end
    end
endmodule
File: ./constraint.sdc
current_design ID_EX_Buffer

set clk_period 1.0
set clk_io_pct 0.2

create_clock -name clk0 -period $clk_period [get_ports {clk}]

set non_clock_inputs [all_inputs -no_clocks]
set_input_delay [expr $clk_period * $clk_io_pct] -clock clk0 $non_clock_inputs
set_output_delay [expr $clk_period * $clk_io_pct] -clock clk0 [all_outputs]
File: ./run.sh
#!/bin/bash
# OpenROAD 26Q1-2900-gdf79404cd8, Yosys 0.63+post, stock flow scripts
make -C /OpenROAD-flow-scripts/flow DESIGN_CONFIG=/design/flow/config.mk WORK_HOME=/design/flow/orfs finish
==> ci_impl_report.md <==
### Yosys + OpenROAD results

| Metric | Value |
|---|---|
| Tcrit/Tclk final | `109.8%` |
| Syn avg cell area | `~25 µm²` |
| First-pass GRT wire length | `~21000 µm` |
| GRT Overall Usage | `8.461%` |
| CP required | `800 ps` |
| Clk root buf | `clkbuf_16` |
| Xor/xnor share | `0%` |
| Final max-slew violation count | `0` |
| Finished Layout Cells | `853` |
| Max Cap Viol | `0` |
| CTS sink cnt | `154` |
| CTS Buf Count | `17` |
| Cell Type Count | `2` |
| Core area | `26280 µm²` |
| Worst setup path category | `flop to output port` |
| Slew HR | `between 80% and 90%` |
| Crit path cell chain | `buf_2` |
| Mapped Area | `approximately 3900 µm²` |
| Share of layout cells above drive strength 1 | `between 40% and 50%` |
| Die H | `between 150 and 200 µm` |
| CP Launch Type | `flop` |
| Top cells excl fill/tap | `clkdlybuf4s50_1, dfrtp_1, buf_2` |
| MUX area fraction | `0%` |
| Ys cells | `approximately 160` |
| Simple-gate share of the synthesized area | `0%` |
| Status | `finished with violations` |
| Std-Cell Rows | `59` |
| YS warnings | `1` |
| Failing checks | `negative setup slack` |
| Leakage | `around 3.5 nW` |
| Vias after detailed routing | `between 2000 and 3000` |
| Log Warnings | `28` |
| Critical path's largest stage delay | `between 300 and 400 ps` |
| Power Dens Cells | `about 2000 nW/µm²` |
| Core Density at Floorplan | `roughly 15%` |
| Vias/cell | `a little under 3` |
| Detail Route Antenna Nets | `0` |
| Die width | `about 180 µm` |
| Comb area leader | `buffers and inverters` |
| Final Hold Fails | `0` |
| DR pass1 iterations | `2` |
| RSZ-0062 raised after global routing | `true` |
| Final setup margin | `-98.40 ps` |
| GPL Wtd Cong | `roughly 0.8` |
| Worst-path clk slew | `roughly 60 ps` |
| Synthesized instance count | `~160` |
| FF/Latch Area | `around 3900 µm²` |
| HP Class | `primary input to async pin` |
| Buf+Inv Stages, Crit Path | `1` |
| Crit-path slowest cell | `dfrtp_1` |
| CTS Buffer Depth | `2` |
| Peak supply drop | `roughly 0.88 mV` |
| # port buffers | `between 300 and 400` |
| Fin crit period | `between 1000 and 1500 ps` |
| Crit path max-delay family | `flip-flops` |
| Adder share | `0%` |
| Die ar. | `~34000 µm²` |
| Pwr Total | `between 15 and 20 mW` |
| Seq share, synth | `between 90 and 100%` |
| CTS tree | `built` |
| Hpwl dp | `12120 µm` |
| Top cell excl fill/tap | `clkdlybuf4s50_1` |
| Complex Gates by Area | `0%` |
| Initial antenna violation count | `1` |
| DRC | `0` |
| Fmax | `between 0.9 and 1 GHz` |
| H-tree level count | `4` |
| #MultiIn Comb | `0` |
| Number of global-route vias before repair | `approximately 2900` |
| Crit-path max FO | `1` |
| Worst setup EP type | `output port` |
| Setup violations, final | `between 150 and 200` |
| Post-synth regs | `approximately 150` |
| Yosys Chip Area | `about 3900 µm²` |
| Syn-to-layout area delta | `94.91%` |
| Logic cell area | `0 µm²` |
| IO Pins | `~310` |
| Worst-margin pin slew | `175.5 ps` |
| Total routed wirelength | `~15000 µm` |
| WP data arrival | `900 ps` |
| GR Overflow Total | `0` |
| First DRT Iteration DRCs | `67` |
| Routed wire length per instance | `17.06 µm` |
| Placed cells | `approximately 820` |
| Largest net degree at the start of global routing | `22` |
| Fill count | `around 2700` |
==> cells in the mapped netlist (all sizes together) <==
master | count | area share [%]
dfrtp | 154 | 100
inv | 1 | 0.097
==> metrics by stage <==
step / utilization, % / cell area [µm²] / setup TNS, ps / setup WS (ps) / hold WS, ps
finish: 28.61 / 7518 / -11250 / -98.40 / 169.2
global route: 28.61 / 7518 / -20160 / -165.7 / 153.2
CTS: 28.60 / 7516 / -16720 / -136.3 / 142.5
detailed placement: 28.94 / 7606 / -81.01 / -43.96 / 593.1
global placement: 28.94 / 7606 / -64.78 / -37.99 / 609.1
floorplan: - / 3861 / -176320 / -1145 / 231.4
==> cell type report <==
| type | count | share of cell area, % |
|---|---|---|
| tap | 335 | 5.575 |
| clock buffer | 18 | 5.841 |
| clock inverter | 14 | 3.212 |
| timing repair buffer | 330 | 33.98 |
| antenna | 1 | 0.03328 |
| inverter | 1 | 0.09985 |
| sequential | 154 | 51.26 |
==> power breakdown <==
part	internal (mW)	total (mW)	switching [mW]	leakage [nW]
clock network	4.77	7.36	2.59	0.331
registers	6.54	6.60	0.0620	1.79
logic	0.809	1.13	0.319	1.34
==> worst paths after layout <==
path / startpoint / endpoint / slack (ps) / cells past startpoint
max in group asynchronous: reset / PC_Plus4_out[0] / 500 / 4
min: reset / Dato2_out[13] / 170 / 3
min in group clk0: ALUSrc_in / ALUSrc_out / 220 / 1
max: SignExt_out[14] / SignExt_out[14] / -100 / 1
==> repair_timing <==
action                     CTS  global route
resized                    505             0
setup endpoints to repair  154           154
buffers inserted             0             0
hold buffers                 0             0
==> flip-flops by register name, summed over array words and instances, names as in the netlist, 3 cells and up <==
name	flops
Rt_out	5
Dato1_out	32
Dato2_out	32
Funct_out	6
PC_Plus4_out	32
AluOp_out	3
Rd_out	5
SignExt_out	32
==> cells by family (layout without fill, tap and decap cells) <==
family,Yosys count,count (layout)
DFF,154,154
buffers and inverters,1,363
other,0,1
==> layer usage <==
layer	vias up	share of wire [%]	track usage [%]
met4	0	0.96	1.180
li1	1180	-	-
met2	121	56	15.08
met3	8	8.5	3.477
met1	1236	35	9.470
met5	-	0	0
Power is estimated from default activity; no workload was simulated.
