**flow/design.v**
```verilog
`timescale 1ns/1ns
module ALU(
	input [31:0] Ope1,
	input [31:0] Ope2,
	input [2:0] AluOp,
	output reg [31:0] Resultado,
	output reg zero_flag
);
	always @(*)
	begin
		case (AluOp)
			3'b000:  
				Resultado = Ope1 & Ope2;
			3'b001:  
				Resultado = Ope1 | Ope2;
			3'b010:  
				Resultado = Ope1 + Ope2;
			3'b011:  
				Resultado = Ope1 ^ Ope2;
			3'b100:  
				Resultado = ~(Ope1 | Ope2);
			3'b110:  
				Resultado = Ope1 - Ope2;
			3'b111:  
			begin
				if ($signed(Ope1) < $signed(Ope2))
					Resultado = 32'd1;
				else
					Resultado = 32'd0;
			end
			default: 
				Resultado = 32'd0;
		endcase
		zero_flag = (Resultado == 32'd0);
	end
endmodule
```
**flow/config.mk**
```make
export PLATFORM = sky130hd
export DESIGN_NAME = ALU
export DESIGN_NICKNAME = ALU
export VERILOG_FILES = /design/flow/design.v
export SDC_FILE = /design/flow/constraint.sdc
export NUM_CORES = 4
export LEC_CHECK = 1
export CORE_UTILIZATION = 40
```
**flow/constraint.sdc**
```tcl
current_design ALU

set clk_period 18.4
set clk_io_pct 0.2

create_clock -name clk0 -period $clk_period

set non_clock_inputs [all_inputs -no_clocks]
set_input_delay [expr $clk_period * $clk_io_pct] -clock clk0 $non_clock_inputs
set_output_delay [expr $clk_period * $clk_io_pct] -clock clk0 [all_outputs]
```
**flow/run.sh**
```bash
#!/bin/bash
# OpenROAD 26Q1-2900-gdf79404cd8, Yosys 0.63+post, stock flow scripts
make -C /OpenROAD-flow-scripts/flow DESIGN_CONFIG=/design/flow/config.mk WORK_HOME=/design/flow/orfs finish
```
==> impl_metrics.csv <==
group,metric,value,unit
timing,fmax,78.6,MHz
final_layout,drive_gt1_share,3.98,%
timing,fin_ws,5.67,ns
timing,min_period,12.73,ns
timing,slew_headroom,42.9,%
floorplan,core_area,14800,sq um
worst_setup_path,startpoint_type,"input port",
synth,syn_inst,952,
worst_setup_path,required,14.72,ns
synth,synth.most_common_cell,"inv_1",
final_layout,area_growth,17.5,%
synth,yosys_cells,952,
timing,tightest_slew,0.849,ns
worst_setup_path,worstSetupPathType,"in2out",
floorplan,die-area,15800,sq um
synth,avgSynthCellArea,6.45,sq um
clock_network,post_cts_resized,0,
worst_setup_path,crit_path_max_fanout,5,
min_path,hold-path-cell-count,5,
final_layout,final-comb-area,5490,sq um
timing,maxSlewViolCount,0,
placement,place_hpwl,18.1,mm
drt,wl_per_cell,19.9,um
floorplan,die_w,126,um
synth,top_cell_area_share,20.2,%
final_layout,clkbuf_count,0,
timing,hold_viol,0,
min_path,hold_start,"AluOp[1]",
min_path,hold_path.class,"in2out",
synth,ys_types,77,
synth,yosysWarnings,1,
floorplan,num_io_pins,100,
worst_setup_path,arrival,9.05,ns
final_layout,fillers,1537,
synth,top_area_cell,"ha_1",
grt,grt_pass1_wl,37.1,mm
timing,setup_tns,0,ns
synth,synth-area-yosys,6140,sq um
drt,drt_iter0_drc,873,
drt,vias,7562,
floorplan,die_height,126,um
final_layout,flops,0,
final_layout,regArea,0,sq um
synth,top_cells_by_count,"106 x inv_1, 101 x nor2_1, 99 x ha_1",
grt,antenna_found_initial,1,
placement,portBuffers,100,
power_and_ir_drop,peakVddDrop,0.0000164,V
drt,ant_nets,0,
drt,routed_wl,23.6,mm
synth,netlist_area,6140,sq um
power_and_ir_drop,p_per_area,32.5,nW/um^2
outcome,outcome,"completed",
drt,via_per_inst,6.35,
worst_setup_path,cp-end-kind,"primary output",
clock_network,postCtsHoldBufs,0,
synth,ys_seq_share,0,%
drt,drtPass1Iterations,6,
placement,pre_cts_ws,5.70,ns
clock_network,post_cts_buffers,0,
grt,grt_max_degree,58,
synth,synthTopCellsByArea,"ha_1 20%, a21oi_1 7.6%, inv_1 6.5%",
placement,gp_congestion,1.01,
grt,grt_usage,29.6,%
floorplan,rows,44,
grt,grt_pass1_vias,6777,
grt,grt-ovfl-total,0,
timing,finalCritPeriodShare,69.2,%
power_and_ir_drop,p_leak,0.00315,uW
floorplan,floorplan.core_util,41.6,%
timing,setup_viol,0,
job,drv_cap,0,
job,tool_warnings,99,
drt,post-route-drc-count,0,
min_path,hold_end,"Resultado[3]",
timing,rsz0062_at_grt,"no",
drt,antenna_cells,0,
==> cells by family (layout without fill, tap and decap cells) <==
kind of cell | after synthesis | after routing | synth area share (%)
simple gates | 290 | 290 | 22.6
mux | 14 | 14 | 2.35
buf+inv | 165 | 219 | 10.6
compound gates | 376 | 376 | 42.7
fa+ha+maj | 101 | 101 | 20.8
xor+xnor | 6 | 6 | 0.856
==> layout by cell type, fill, tap and decap left out, types with 5 or more instances in the layout <==
master           count
nand2b_1            16
nand3_1             19
o21a_1               9
ha_1                99
nor2b_1             12
o211ai_1            16
nand2_1             71
o2111ai_1            6
a22oi_1             14
o31ai_1             16
a31oi_1              7
a221oi_1             8
nand4_1             10
o221ai_1            14
a221o_1             12
inv_1              106
o22ai_1              6
a211o_1              7
or3_1                7
clkdlybuf4s50_1     98
xnor2_1              6
o21ai_0             65
a21oi_1             93
buf_4               13
nor4_1              11
o21bai_1            11
a21o_1              15
nor3_1              11
o31a_1               5
a32oi_1              5
and2_1               6
mux2i_1             11
a211oi_1            16
a2111oi_0            6
nor2_1             101
==> routing by layer <==
layer	track usage (%)	part of all wire, %	vias to the layer above
met3	3.38	9.4	65
li1	-	-	3633
met2	44.6	42	439
met4	9.07	3.2	2
met5	0	0.047	-
met1	44.2	45	3423
==> worst max path at each step <==
stage / slack, ns / depth (start not counted) / end / startpoint
4_1_cts: 5.66 / 16 / zero_flag / Ope2[0]
5_1_grt: 5.43 / 16 / zero_flag / Ope2[0]
6_report: 5.67 / 16 / zero_flag / Ope2[0]
==> worst max-delay path, stage by stage <==
cell and delay (ns):
clkdlybuf4s50_1 0.51, ha_1 0.20, inv_1 0.06, fa_1 0.41
nor2b_1 0.20, o211ai_2 0.18, a211oi_1 0.54, o21bai_1 0.22
a311o_1 0.39, a2bb2oi_1 0.16, or4_1 0.51, nor4_1 0.43
nand4bb_1 0.15, or4_1 0.57, nor4_2 0.32, clkdlybuf4s50_1 0.52
==> where the power goes <==
part / internal [uW] / total [uW] / switching [uW] / leakage, uW
registers: 0 / 0 / 0 / 0
logic: 98.4 / 234 / 136 / 0.00315
clock network: 0 / 0 / 0 / 0
total: 98.4 / 234 / 136 / 0.00315
==> per-stage QoR <==
step	total power (uW)	hold slack [ns]	std cells	cell area (sq um)	util (%)
detailed placement	228	8.46	1190	7210	48.9
finish	234	8.48	1190	7210	48.9
global route	253	8.54	1190	7210	48.9
floorplan	142	7.53	952	6140	-
CTS	230	8.47	1190	7210	48.9
global placement	231	8.47	1190	7210	48.9
==> final cells by class <==
type / instances / area share (%)
Timing Repair Buffer: 113 / 15.1
Inverter: 106 / 5.52
Tap cell: 184 / 3.19
Multi-Input combinational cell: 787 / 76.2
Power figures rest on the tool's default switching activity, not on a simulated workload.
